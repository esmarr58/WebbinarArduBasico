==> flow/design.v <==
module S4A2(clock_50mhz, clock_1hz, segmentos, anodos,estado);
input clock_50mhz; 							 
output reg clock_1hz; 						 
output reg [6:0] segmentos = 7'h3F; 	 
output reg [3:0] anodos = 4'h0; 			 
output reg [3:0] estado = 0; 				 
reg [25:0] cuenta_para_1hz = 0; 			 
reg [25:0] cuenta_para_2khz = 0;
reg clock_2khz = 0;
reg [3:0] rotabit = 0; 						 
reg [3:0] contador = 0;
parameter [6:0] cero = 	~7'h3F; 			
parameter [6:0] uno 	= 	~7'h06; 
parameter [6:0] dos 	= 	~7'h5B; 
parameter [6:0] tres = 	~7'h4F;
always @(posedge clock_50mhz) 			 
begin
cuenta_para_1hz = cuenta_para_1hz + 1;
if(cuenta_para_1hz == 25_000_000)
begin
clock_1hz = ~clock_1hz; 					 
cuenta_para_1hz = 0; 						 
end
end
always @(posedge clock_50mhz) 			 
begin
cuenta_para_2khz = cuenta_para_2khz + 1;
if(cuenta_para_2khz == 2_550_000)
begin
clock_2khz = ~clock_2khz; 					 
cuenta_para_2khz = 0; 						 
end
end
always @(posedge clock_2khz)
begin
case(rotabit)
0: rotabit <= 1;
1: rotabit <= 2;
2: rotabit <= 3;
3: rotabit <= 0;
endcase
end
always @(rotabit)
begin
case(rotabit)
0: anodos = 4'b1110;
1: anodos = 4'b1101;
2: anodos = 4'b1011;
3: anodos = 4'b0111;
endcase
end
always @(posedge clock_1hz)
begin
case(estado)
0: estado <= 1;
1: estado <= 2;
2: estado <= 3;
3: estado <= 0;
endcase
end
always @(rotabit)
begin
case(rotabit)
0: segmentos = cero;
1: segmentos = uno;
2: segmentos = dos;
3: segmentos = tres;
endcase
end
endmodule
==> flow/run.sh <==
#!/bin/bash
# OpenROAD 26Q1-2900-gdf79404cd8, Yosys 0.63+post, stock flow scripts
make -C /OpenROAD-flow-scripts/flow DESIGN_CONFIG=/design/flow/config.mk WORK_HOME=/design/flow/orfs finish
==> flow/config.mk <==
export PLATFORM = sky130hd
export DESIGN_NAME = S4A2
export DESIGN_NICKNAME = S4A2
export VERILOG_FILES = /design/flow/design.v
export SDC_FILE = /design/flow/constraint.sdc
export NUM_CORES = 4
export LEC_CHECK = 1
export CORE_UTILIZATION = 30
==> flow/constraint.sdc <==
current_design S4A2

set clk_period 5.3
set clk_io_pct 0.2

create_clock -name clk0 -period $clk_period [get_ports {clock_50mhz}]

set non_clock_inputs [all_inputs -no_clocks]
set_input_delay [expr $clk_period * $clk_io_pct] -clock clk0 $non_clock_inputs
set_output_delay [expr $clk_period * $clk_io_pct] -clock clk0 [all_outputs]
==> out/metrics.csv <==
metric,value,unit
cts repair resizes,0,
gpl congestion,0.8385,
"Slew Viols, Final",0,
Achievable Freq,319.8,MHz
HP Class,reg2reg,
"CP delay by family, top",simple AND/OR/NAND/NOR gates,
switching share of total power,0.1772,
Synth Cell Area,0.003278,mm2
core area,0.01046,mm2
worst path required time,5320,ps
"Slowest-stage cell, CP",nor3_2,
first-pass GRT wire length,9611,um
Slew HR,0.4629,
Filler Cells Inserted,1069,
Comb gate area,0.001770,mm2
Setup TNS,0,ps
# Cells Yosys,344,
post-CTS setup buffer count,0,
vias in the first global route,2124,
DRT Wirelength,5369,um
largest net degree at the start of global routing,17,
post-synth cell types,51,
Commonest Layout Cell,dfxtp_1,
syn avg cell area,9.529,um2
crit-path max cell delay,600,ps
GRT overflow,0,
yosys warns,1,
via count,2310,
hold buffer count at CTS,0,
Placed Area,0.003527,mm2
leakage,1.382,nW
Cells after Synth,344,
Residual DRC,0,
critical path capture point type,flip-flop,
worst-margin pin slew,799.6,ps
P_int,612.1,uW
Root Buffer,clkbuf_8,
endpoints left unconstrained,30,
ANT nets after route,0,
register pins left without a clock,14,
critical-path cell list,ha_1 -> nand4_1 -> nor3_2 -> and3_1 -> a31o_2 -> nor4b_4 -> and2_1,
clock share of power,0.447,
CTS Buffer Depth,2,
RSZ-0062 raised after global routing,no,
combinational share of power,0.001,
Ant. Diodes,0,
Sw Pwr,131.8,uW
pwr dens,202.7,mW/mm2
number of port buffers,14,
Worst-path clk slew,90,ps
initial antenna violation count,0,
minimum clock period,3127,ps
Final WS setup,2173,ps
status,finished clean,
die width,106.5,um
Post-Place Cells,490,
Max Clock Skew,11.25,ps
post-layout util,0.3508,
Die Size,0.01135,mm2
row count,37,
"Area growth, synth to finish",11.95,%
post-route cell area,0.003670,mm2
clk latency late pin,300,ps
Finish-stage setup viols,0,
Initial Utilization,0.3133,
leading register cell type out of synthesis,dfxtp_1,
TritonCTS clock tree,built,
die extent in y,106.5,um
crit path max fanout,14,
FF/Latch Area,0.001371,mm2
worst hold slack,470.7,ps
ys flops,68,
share of cells above drive strength 1,0.06906,
Buf/Inv on CP,0,
CTS buffer count,5,
worst vdd ir,0.0001608,V
Initial DRC Count,123,
Setup CP Type,reg2reg,
Worst setup SP type,flip-flop,
DP HPWL,3902,um
CP arrival,3150,ps
count of tool warnings,35,
Place WS,2190,ps
H-tree depth,2,
Routed WL per cell,10.78,um
drt first pass iters,4,
Final Total Pwr,744.0,uW
vias per cell,4.639,
Max Cap Violations,0,
final hold violation count,0,
YS chip area,0.003278,mm2
All-Layer GR Usage,0.1029,
Post-synth EDFFs,6,
Finished Layout Cells,498,
fraction of registers with async set or reset after synthesis,0,
period utilisation layout,0.5900,
Reg power frac,0.552,
most frequent cells in the layout,"dfxtp_1, xnor2_1, nand3_1, xor2_1, a21oi_1",
I/O pin total,17,
[layout make-up]
cell class                 instances  area share
clock inverter                     2     0.01637
multi-input combinational        253      0.4824
tap                              136     0.04637
inverter                          18     0.01841
timing repair buffer              15     0.04023
sequential                        68      0.3737
clock buffer                       6     0.02250
[state kept, by name, indices dropped and copies added (netlist names)]
register,count
segmentos,6
rotabit,2
estado,2
clock_2khz,1
anodos,4
cuenta_para_2khz,26
cuenta_para_1hz,26
clock_1hz,1
[synth_stat cells, types with 2 or more instances]
library cell  number  area (um2)
nand2_1           19       71.32
nand4_1           13       81.33
dlxtn_1           10       150.1
xnor2_1           28       245.2
nor4b_4            2       47.55
edfxtp_1           6       180.2
buf_4              5       37.54
inv_1             18       67.56
nor4_1             6       37.54
xor2_1            23       201.4
and4_1             5       43.79
o2111ai_1          2       17.52
nand3_1           23       115.1
nor4b_1            2       17.52
a31oi_1            3       18.77
ha_1              14       175.2
dfxtp_1           52        1041
a211oi_1           2       15.01
a311oi_1           2       17.52
and3_1             5       31.28
clkbuf_1           2       7.510
buf_2              5       25.02
nor3_1             8       40.04
a21boi_0           5       37.54
a2111oi_0          2       17.52
nor2_1            17       63.81
buf_6              3       33.78
a21oi_1           23       115.1
mux2i_1            2       20.02
nor4_2             2       25.02
clkbuf_2           2       10.01
nand3b_1           2       15.01
nor3b_1            2       15.01
and2_1             4       25.02
or3_1              2       12.51
nor3_2             3       30.03
nand2b_1           2       12.51
or4_1              2       15.01
or2_2              4       25.02
[layer usage]
| layer | track usage | share of wire |
|---|---|---|
| met1 | 0.1623 | 0.54 |
| met2 | 0.1591 | 0.43 |
| met3 | 0.01251 | 0.022 |
| met4 | 0.009785 | 0.0075 |
| met5 | 0 | 0 |
[worst paths after layout]
check                                          start              endpoint  slack, ps  cells after the start
worst max register to register   cuenta_para_2khz[0]            clock_2khz       2170                      7
worst min-delay path            cuenta_para_2khz[25]  cuenta_para_2khz[25]        470                      1
worst min register to register  cuenta_para_2khz[25]  cuenta_para_2khz[25]        470                      1
worst max-delay path             cuenta_para_2khz[0]            clock_2khz       2170                      7
[cells by family (layout without fill, tap and decap cells)]
family                     after synthesis  in the layout  synth area share
and+or+nand+nor                        128            128            0.2412
xor gates and xnor gates                51             51            0.1363
DFF                                     58             58            0.3725
other                                    1             13          0.001144
AOI/OAI and AO/OA                       45             45           0.08817
buffers and inverters                   35             41           0.05534
latches                                 10             10           0.04580
adders and majority gates               14             14           0.05344
muxes                                    2              2          0.006107
[power groups by stage]
stage                 logic [mW]  registers [mW]  clock network (mW)
final                    0.00100           0.410               0.333
after CTS                0.00107           0.410               0.344
after global routing     0.00157           0.411               0.362
[worst register-to-register path, delay by kind of cell (launching register included)]
| kind | cells | cell delay, ps |
|---|---|---|
| flops | 1 | 420 |
| compound gates | 1 | 160 |
| fa+ha+maj | 1 | 270 |
| simple gates | 5 | 2000 |
Power is estimated from default activity; no workload was simulated.
