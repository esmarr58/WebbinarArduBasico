### /design/flow/constraint.sdc
current_design test1

set clk_period 8.9
set clk_io_pct 0.2

create_clock -name clk0 -period $clk_period [get_ports {cristal}]

set non_clock_inputs [all_inputs -no_clocks]
set_input_delay [expr $clk_period * $clk_io_pct] -clock clk0 $non_clock_inputs
set_output_delay [expr $clk_period * $clk_io_pct] -clock clk0 [all_outputs]
### /design/flow/design.v
module test1(cristal,clk_1s);
	input cristal;
	output reg clk_1s = 1;
	reg[24:0] contador = 0;
	always @(posedge cristal)
	begin
		contador = contador + 1;
		if(contador == 25_000_000)
			begin
				contador = 0;
				clk_1s = ~clk_1s;
			end
	end
endmodule
### /design/flow/run.sh
#!/bin/bash
# OpenROAD 26Q1-2900-gdf79404cd8, Yosys 0.63+post, stock flow scripts
make -C /OpenROAD-flow-scripts/flow DESIGN_CONFIG=/design/flow/config.mk WORK_HOME=/design/flow/orfs finish
### /design/flow/config.mk
export PLATFORM = sky130hd
export DESIGN_NAME = test1
export DESIGN_NICKNAME = test1
export VERILOG_FILES = /design/flow/design.v
export SDC_FILE = /design/flow/constraint.sdc
export NUM_CORES = 4
export LEC_CHECK = 1
export CORE_AREA = 10 10 87 87
export DIE_AREA = 0 0 97 97
==> impl_metrics.py <==
# Synthesis and PnR figures
metrics = {
    "floorplanning": {
        "ios": 2,
        "die_h_um": 97,
        "die_area_um2": 9410,
        "die_width_um": 97,
        "initCoreUtil": 0.258,
        "coreArea_um2": 5640,
        "num_rows": 27,
    },
    "min_path": {
        "holdCritPathClass": "reg2reg",
        "whs_path_depth": 1,
    },
    "detailed_routing": {
        "wire_per_inst_um": 12.1,
        "wirelength_um": 2820,
        "antenna_cells": 0,
        "vias_per_cell": 4.81,
        "vias": 1125,
        "ant_nets": 0,
        "drt_iter0_drc": 68,
        "drc_errors": 0,
        "dr.pass1.iters": 4,
    },
    "placed_design": {
        "port-buffer-count": 1,
        "gp_congestion": 0.893,
        "dpl.hpwl_um": 2080,
        "dp_cells": 230,
    },
    "power_and_ir_drop": {
        "leakagePower_nw": 0.547,
        "p_per_area_nw_per_um2": 121,
        "ir_drop_mv": 0.101,
    },
    "cells_and_area": {
        "most-common-layout-cells": "dfxtp_1, a21oi_1, nand2_1, nor2_1, xnor2_1",
        "fin_cells": 234,
        "layout_top_cell": "dfxtp_1",
        "final_layout_size_suffix_gt1_frac": 0.0802,
        "final.fill_count": 595,
        "syn2layout_area_growth_pct": 6.02,
    },
    "setup_path": {
        "critPathLaunchType": "register",
        "cp.depth": 7,
        "worstPathArrival_ns": 3.18,
        "worstSetupEndpointType": "register",
        "crit_path_max_fanout": 13,
        "crit_top_cell": "nor2_1",
        "critPathMaxStageDelay_ns": 0.68,
        "critPathBufInv": 0,
        "crit_family": "simple AND/OR/NAND/NOR gates",
        "worst_r2r_path_depth": 7,
        "cp_cell_sequence": "ha_1 > nand3_2 > or4_1 > nor2_1 > xnor2_1 > nor2_1 > and4bb_1",
        "path_class": "reg2reg",
        "required_ns": 8.90,
        "cp_slowest_cell": "or4_1",
    },
    "final_timing": {
        "report.final.setup_viol": 0,
        "period_used_share": 0.358,
        "slew_violations": 0,
        "hold_violations": 0,
        "tns_ns": 0,
        "rsz0062_at_grt": "no",
        "fin_crit_ns": 3.19,
        "skew_ns": 0.00588,
        "worstMarginPinSlew_ns": 0.863,
        "clock.fmax_ghz": 0.314,
        "max_slew_margin": 0.423,
    },
    "grt": {
        "antenna_found_initial": 0,
        "grt_pass1_vias": 1069,
        "grt_pass1_wl_um": 5030,
        "grt_max_degree": 15,
        "grt_overflow_total": 0,
        "grtUsageTotal": 0.0597,
    },
    "run": {
        "cap_viol_max_count": 0,
        "warnings": 25,
    },
    "synth": {
        "netlist_instances": 167,
        "largest_area_cell": "dfxtp_1",
        "ys_seq_frac": 0.365,
        "async_flop_share": 0,
        "yosys_area_um2": 1450,
        "avgSynthCellArea_um2": 8.71,
        "synth_top_area_share": 0.344,
        "ys.flop_type": "dfxtp_1",
        "synth_warnings": 1,
        "ys_cells": 167,
        "synth-edff-count": 1,
        "synthDistinctLibCells": 46,
        "ys.flops": 26,
        "topCellsByArea": "dfxtp_1, xnor2_1, xor2_1",
        "synth_area_um2": 1450,
    },
    "cts": {
        "cts_buffers": 3,
        "worstSkewPairLatency_ns": 0.27,
        "cts.clk_slew.worst_paths_ns": 0.09,
        "cts_resized": 0,
        "clockBufferDepth": 2,
        "htreeDepth": 1,
        "cts_sinks": 26,
        "postCtsHoldBufs": 0,
        "root_buffer": "clkbuf_8",
        "post_cts_buffers": 0,
        "cts_tree": "built",
    },
    "outcome": {
        "status": "finished clean",
    },
}
-- report_power, final --
group	switching, mW	internal (mW)
combinational	0	0
sequential	0	0.117
clock	0.0370	0.0320
total	0.0370	0.149
-- stage by stage --
stage | worst slack (ns) | util | area [µm²] | hold slack [ns] | power (mW)
finish | 5.71 | 0.273 | 1540 | 0.534 | 0.186
global route | 5.50 | 0.273 | 1540 | 0.569 | 0.191
CTS | 5.77 | 0.273 | 1540 | 0.539 | 0.188
detailed placement | 5.78 | 0.265 | 1500 | 0.520 | 0.120
global placement | 5.84 | 0.265 | 1500 | 0.518 | 0.120
floorplan | 6.19 | - | 1450 | 0.480 | 0.120
-- Yosys cell counts (all sizes together) (2+ instances only) --
cell type / number
dfxtp: 25
a21oi: 15
nand2: 12
nor2: 12
nand3: 10
xnor2: 10
buf: 9
xor2: 9
nand4: 8
inv: 7
nor3: 6
nand2b: 4
or4: 4
a2111oi: 3
and4: 3
nor4: 3
or3: 3
a31oi: 2
and3: 2
or2: 2
-- kinds of logic after synthesis --
logic type                 after synthesis  share of synthesized area
adders and majority gates                1                    0.00860
buffers and inverters                   17                     0.0577
muxes                                    1                    0.00688
AOI/OAI and AO/OA                       30                      0.134
xor gates and xnor gates                19                      0.114
and+or+nand+nor                         73                      0.313
DFF                                     26                      0.365
-- path summary, 6_finish.rpt --
| path | slack [ns] | endpoint | from |
|---|---|---|---|
| worst max-delay path | 5.71 | clk_1s | contador[0] |
| worst min-delay path | 0.53 | contador[9] | contador[9] |
| worst max register to register | 5.71 | clk_1s | contador[0] |
| worst min register to register | 0.53 | contador[9] | contador[9] |
-- state kept, by name, summed over array words and instances (netlist names) --
signal / flops
contador: 25
clk_1s: 1
-- area by class of cell --
class                           instances  area [µm²]  share of cell area
Inverter                                7        26.3              0.0170
Tap cell                               72        90.1              0.0584
Multi-Input combinational cell        124         840               0.545
Clock buffer                            4        45.0              0.0292
Timing Repair Buffer                    1        10.0             0.00649
Sequential cell                        26         531               0.344
-- per-layer routing --
| layer | track usage | wire, µm |
|---|---|---|
| met1 | 0.0864 | 1510 |
| met3 | 0.0136 | 111 |
| met2 | 0.0905 | 1170 |
| met5 | 0 | 0 |
| met4 | 0.00676 | 31 |
Power figures rest on the tool's default switching activity, not on a simulated workload.
