==> ./design.v <==
module S4L2(clock_50mhz, clock_1hz, segmentos, anodo,estado);
input clock_50mhz;  
output reg clock_1hz;  
output reg [6:0] segmentos = 7'h3F;  
output reg anodo = 0;  
output reg [3:0] estado = 0;  
reg [25:0] cuenta_para_1hz = 0;  
parameter [6:0] cero 	= 	~7'h3F; 
parameter [6:0] uno 	= 	~7'h06; 
parameter [6:0] dos 	= 	~7'h5B; 
parameter [6:0] tres 	= 	~7'h4F; 
parameter [6:0] cuatro	=	~7'h66; 
parameter [6:0] cinco	= 	~7'h6D; 
parameter [6:0] seis 	= 	~7'h7D; 
parameter [6:0] siete	= 	~7'h07; 
parameter [6:0] ocho 	= 	~7'h7F; 
parameter [6:0] nueve	=	~7'h6F; 
parameter [6:0] ha 		= 	~7'h77; 
parameter [6:0] hb 		= 	~7'h7C; 
parameter [6:0] hc 		= 	~7'h39; 
parameter [6:0] hd 		= 	~7'h5E; 
parameter [6:0] he 		= 	~7'h79; 
parameter [6:0] hf 		= 	~7'h71; 
always @(posedge clock_50mhz)
begin
cuenta_para_1hz = cuenta_para_1hz + 1;
if(cuenta_para_1hz == 25_000_000)
begin
clock_1hz = ~clock_1hz;  
cuenta_para_1hz = 0;  
end
end
always @(posedge clock_1hz)
begin
case(estado)
0: estado <= 1;
1: estado <= 2;
2: estado <= 3;
3: estado <= 4;
4: estado <= 5;
5: estado <= 6;
6: estado <= 7;
7: estado <= 8;
8: estado <= 9;
9: estado <= 10;
10: estado <= 11;
11: estado <= 12;
12: estado <= 13;
13: estado <= 14;
14: estado <= 15;
15: estado <= 0;
endcase
end
always @(estado)
begin
case(estado)
0: segmentos = cero;
1: segmentos = uno;
2: segmentos = dos;
3: segmentos = tres;
4: segmentos = cuatro;
5: segmentos = cinco;
6: segmentos = seis;
7: segmentos = siete;
8: segmentos = ocho;
9: segmentos = nueve;
10: segmentos = ha;
11: segmentos = hb;
12: segmentos = hc;
13: segmentos = hd;
14: segmentos = he;
15: segmentos = hf;
endcase
end
endmodule
==> ./run.sh <==
#!/bin/bash
# OpenROAD 26Q1-2900-gdf79404cd8, Yosys 0.63+post, stock flow scripts
make -C /OpenROAD-flow-scripts/flow DESIGN_CONFIG=/design/flow/config.mk WORK_HOME=/design/flow/orfs finish
==> ./config.mk <==
export PLATFORM = sky130hd
export DESIGN_NAME = S4L2
export DESIGN_NICKNAME = S4L2
export VERILOG_FILES = /design/flow/design.v
export SDC_FILE = /design/flow/constraint.sdc
export NUM_CORES = 4
export LEC_CHECK = 1
export CORE_AREA = 10 10 98 98
export DIE_AREA = 0 0 108 108
==> ./constraint.sdc <==
current_design S4L2

set clk_period 7.3
set clk_io_pct 0.2

create_clock -name clk0 -period $clk_period [get_ports {clock_50mhz}]

set non_clock_inputs [all_inputs -no_clocks]
set_input_delay [expr $clk_period * $clk_io_pct] -clock clk0 $non_clock_inputs
set_output_delay [expr $clk_period * $clk_io_pct] -clock clk0 [all_outputs]
==> flow_summary.yaml <==
# flow metrics
logic_synthesis:
  ys_async_rst_share_pct: 0
  edf_count: 1
  synthTopCellsByArea: "dfxtp_1 32%, xnor2_1 8.1%, ha_1 4.7%"
  dominant_comb_cell: "simple AND/OR/NAND/NOR gates"
  netlist_area_mm2: 0.00185
  synthAoiAreaFrac_pct: 8.53
  yosys.stat.chipArea_mm2: 0.00185
  yosysMostFrequentCell: "dfxtp_1"
  synth.cellmix.adderShare_pct: 4.74
  synthesis.area_per_instance_um2: 8.44
  synth.cellmix.simpleShare_pct: 32.0
  netlist.area_leader.share_pct: 32.5
  top_reg_cell_synth: "dfxtp_1"
  share_of_the_yosys_chip_area_belonging_to_registers_pct: 34.1
  yosysWarningCount: 1
  mux_area_share_pct: 2.78
  synth.yosys.num_cells: 219
  synthesis.instances: 219
  synth.distinct_cells: 44
  post-synth-top-area-cell: "dfxtp_1"
  post_synth_xor_area_fraction_pct: 11.8
  common_cells: "30 x dfxtp_1, 20 x nand2_1, 19 x nor2_1"
  total_of_flip_flops_plus_latches_after_synthesis: 31
worst_hold_path:
  worstHoldStart: "cuenta_para_1hz[0]"
  holdPathStages: 1
  hold_crit_endpoint: "cuenta_para_1hz[0]"
  hold_path_class: "register to register"
cells_and_area:
  flop_area_um2: 631
  utilization_pct: 27.2
  fillCellCount: 796
  ratio_of_cells_with_drive_above_1_in_the_final_layout_pct: 9.38
  area.growth.synth_to_final_pct: 12.6
  layout.area.comb_mm2: 0.00111
clock_network:
  clock_insertion_delay_worst_skew_ns: 0.27
  cts-root-buf: "clkbuf_8"
  ctsHtreeMaxLevel: 1
  worst_setup_hold_path_clk_slew_ns: 0.09
  ctsLongestPathBuffers: 2
  cts_made_buffers: 3
  cts_tree: "built"
  postCtsHoldBufs: 0
  post_cts_resized: 0
  cts_setup_buffers: 0
placed_design:
  hpwl_detailed_um: 2680
  finalWeightedCongestion: 0.856
  io_buffers: 12
  pre_cts_ws_ns: 4.80
global_routing:
  grt_use_total_pct: 5.96
  use_met3_pct: 1.45
  gr-total-overflow: 0
  met1_usage_pct: 8.55
  wire_length_of_the_first_global_routing_pass_um: 5950
  grt_start_max_net_pins: 18
  gr-max-usage-layer: "met2"
  grtUsageMet2_pct: 9.27
  antenna_found_initial: 0
  vias_in_the_first_global_route: 1277
floorplanning:
  placementRows: 32
  floorplan.core_area_mm2: 0.00765
  dieHeight_um: 108
  floorplan.die.width_um: 108
  floorplan.io_pins: 14
  fp-utilization_pct: 24.2
  area_of_the_die_mm2: 0.0117
sta:
  final_period_minus_worst_setup_slack_ns: 2.68
  rsz_0062_raised_after_global_routing: "false"
  number_of_register_pins_that_no_clock_reaches: 4
  maxSlewHeadroom_pct: 57.1
  setup-violations-final: 0
  endpoints_left_unconstrained: 15
  worst_clock_skew_ns: 0.00104
  final_max_slew_viol_count: 0
  setup-tns-final_ns: 0
  timing.fmax_mhz: 373
  worst_slew_pin_slew_ns: 0.637
  layout_worst_path_cycle_share_pct: 36.7
  worst_slack_ns: 4.62
  hold_viol_final: 0
status:
  run_status: "completed"
routing:
  vias_per_cell: 4.48
  insertedDiodeCount: 0
  antenna_left: 0
  drcViolationCount: 0
  drt_iter0_drc: 78
  drt_wl_total_um: 3490
  drt-pass1-iter-count: 4
  wire_length_per_cell_after_detailed_routing_um: 10.7
  detailroute.via_count: 1461
flow_run:
  tool_warnings: 30
  maxCapViolations: 0
power:
  maximum_resistive_drop_on_vdd_mv: 0.130
  cellPowerDensity_mw_per_mm2: 111
  p_leak_nw: 0.692
setup_path:
  crit_path_cell_trace: "clkdlybuf4s50_1"
  critical_path_arrival_ns: 1.22
  timing.critical_path.buf_inv: 1
  crit_slowest_cell: "clkdlybuf4s50_1"
  critical_path_required_ns: 5.84
  critPathCaptureType: "output port"
  r2r.worst_path.cells: 7
  setup_slack_of_the_most_critical_reg_to_reg_path_ns: 4.79
  slowest_delay_ns: 0.51
  critPathKind: "register to output port"
  critical_path.reg2reg.endpoint: "cuenta_para_1hz[1]"
  worstReg2RegStart: "cuenta_para_1hz[10]"
  worst-path-max-fanout: 6
  startpoint_type: "register"
  critical_path.top_delay_family: "buffers and inverters"
==> worst max path at each step <==
stage / start / to / cells after the start
CTS: clock_1hz / clock_1hz / 1
finish: clock_1hz / clock_1hz / 1
global route: clock_1hz / clock_1hz / 1
==> placed cells by master (no fill, tap or decap), types with 2 or more instances in the layout <==
master / synthesis / layout
xor2_1: 8 / 8
nand3_1: 9 / 9
a21oi_1: 8 / 8
nand2_1: 20 / 20
nand3b_1: 3 / 3
o21ai_0: 6 / 6
nor4_1: 5 / 5
dfxtp_1: 30 / 30
mux2i_1: 4 / 4
nand4_1: 8 / 8
ha_1: 7 / 7
nand2b_1: 2 / 2
and3_1: 2 / 2
nor2_1: 19 / 19
o21a_1: 2 / 2
o21ai_1: 2 / 2
a211o_1: 2 / 2
xnor2_1: 17 / 17
nor2b_1: 2 / 2
clkbuf_8: 0 / 3
inv_1: 10 / 10
nor3_1: 11 / 11
clkdlybuf4s50_1: 0 / 12
nand4b_1: 3 / 3
nor2_2: 10 / 10
==> state kept, by name, indices dropped and copies added, names as in the netlist <==
| name | cells |
|---|---|
| clock_1hz | 1 |
| cuenta_para_1hz | 26 |
| estado | 4 |
==> cell families (layout without fill, tap and decap cells) <==
kind of cell               count (synthesis)  count (layout)
buffers and inverters                     22              27
DFF                                       31              31
adders and majority gates                  7               7
AOI/OAI and AO/OA                         25              25
xor gates and xnor gates                  25              25
other                                      1               1
muxes                                      5               5
and+or+nand+nor                          103             103
==> layout make-up <==
cell class | count | area share, %
Clock inverter | 1 | 0.241
Multi-Input combinational cell | 166 | 53.4
Clock buffer | 3 | 1.98
Sequential cell | 31 | 30.3
Inverter | 10 | 1.80
Timing Repair Buffer | 13 | 6.13
Tap cell | 102 | 6.13
==> where the power goes <==
group / switching (mW) / internal (mW) / total [mW] / leakage (nW)
clock network: 0.0450 / 0.0382 / 0.0832 / 0.0255
logic: 0.0000269 / 0 / 0.0000274 / 0.413
registers: 0 / 0.148 / 0.148 / 0.253
==> through the flow <==
| stage | instance area, um2 | cells | hold WS [ns] | power (mW) |
|---|---|---|---|---|
| detailed placement | 2030 | 322 | 0.474 | 0.151 |
| global route | 2080 | 326 | 0.538 | 0.242 |
| global placement | 2030 | 322 | 0.471 | 0.151 |
| CTS | 2080 | 326 | 0.500 | 0.236 |
| floorplan | 1850 | 219 | 0.450 | 0.152 |
| finish | 2080 | 326 | 0.494 | 0.231 |
==> routing by layer <==
layer	share of wire [%]	routed length [um]	up-vias
met2	41	1440	37
met4	0.89	31	0
li1	-	-	767
met5	0	0	-
met3	7.8	273	5
met1	50	1750	652
Power figures rest on the tool's default switching activity, not on a simulated workload.
